**/design/flow/design.v**
```verilog
`timescale 1ns / 1ps
module keypad(
    input logic clk,			 
    input logic [3:0]  Row,		 
    output logic [3:0]  Col,		 
	output logic [31:0]  key,
	output logic [31:0]  released
    );
	logic [19:0] sclk;
	always_ff @(posedge clk) begin
			if (sclk == 20'h186A0) begin
				Col <= 4'b0111;
				sclk <= sclk + 1'b1;
			end
			else if(sclk == 20'h186A8) begin
				released[0]<=1;
				if (Row == 4'b0111) begin
					key[3:0] <= 4'b0001;		 
				end
				else if(Row == 4'b1011) begin
					key[3:0] <= 4'b0100; 		 
				end
				else if(Row == 4'b1101) begin
					key[3:0] <= 4'b0111; 		 
				end
				else if(Row == 4'b1110) begin
					key[3:0] <= 4'b0000; 		 
				end
				else if(Row == 4'b1111) begin
				    released[0]<=0;
				end
				sclk <= sclk + 1'b1;
			end
			else if(sclk == 20'h30D40) begin
				Col<= 4'b1011;
				sclk <= sclk + 1'b1;
			end
			else if(sclk == 20'h30D48) begin
				released[1]<=1;
				if (Row == 4'b0111) begin
					key[3:0] <= 4'b0010; 					 
				end
				else if(Row == 4'b1011) begin
					key[3:0] <= 4'b0101; 		 
				end
				else if(Row == 4'b1101) begin
					key[3:0] <= 4'b1000; 		 
				end
				else if(Row == 4'b1110) begin
					key[3:0] <= 4'b1111;     
				end
				else if(Row == 4'b1111) begin
                   released[1]<=0;
                end
				sclk <= sclk + 1'b1;
			end
			else if(sclk == 20'h4_9_3_E_0) begin
				Col<= 4'b1101;
				sclk <= sclk + 1'b1;
			end
			else if(sclk == 20'h493E8) begin
				released[2]<=1;
				if(Row == 4'b0111) begin
					key[3:0] <= 4'b0011; 		 
				end
				else if(Row == 4'b1011) begin
					key[3:0] <= 4'b0110; 		 
				end
				else if(Row == 4'b1101) begin
					key[3:0] <= 4'b1001; 		 
				end
				else if(Row == 4'b1110) begin
					key[3:0] <= 4'b1110; 		 
				end
				else if(Row == 4'b1111) begin
				released[2]<=0;
                end
				sclk <= sclk + 1'b1;
			end
			else if(sclk == 20'h61A80) begin
				Col<= 4'b1110;
				sclk <= sclk + 1'b1;
			end
			else if(sclk == 20'h61A88) begin
			  released[3]<=1;
				if(Row == 4'b0111) begin
					key[3:0] <= 4'b1010;  
				end
				else if(Row == 4'b1011) begin
					key[3:0] <= 4'b1011;  
				end
				else if(Row == 4'b1101) begin
					key[3:0] <= 4'b1100;  
				end
				else if(Row == 4'b1110) begin
					key[3:0] <= 4'b1101;  
				end
				else if(Row == 4'b1111) begin
				released[3]<=0;
                end
				sclk <= 20'h0_0_0_0;
			end
			else begin
				sclk <= sclk + 1'b1;
			end
	end
assign key[31:4] = 28'b0;
assign released[31:4]=28'b0;
endmodule
```
**/design/flow/run.sh**
```bash
#!/bin/bash
# OpenROAD 26Q1-2900-gdf79404cd8, Yosys 0.63+post, stock flow scripts
make -C /OpenROAD-flow-scripts/flow DESIGN_CONFIG=/design/flow/config.mk WORK_HOME=/design/flow/orfs finish
```
**/design/flow/config.mk**
```make
export PLATFORM = sky130hd
export DESIGN_NAME = keypad
export DESIGN_NICKNAME = keypad
export VERILOG_FILES = /design/flow/design.v
export SDC_FILE = /design/flow/constraint.sdc
export NUM_CORES = 4
export LEC_CHECK = 1
export CORE_UTILIZATION = 30
```
**/design/flow/constraint.sdc**
```tcl
current_design keypad

set clk_period 3.3
set clk_io_pct 0.2

create_clock -name clk0 -period $clk_period [get_ports {clk}]

set non_clock_inputs [all_inputs -no_clocks]
set_input_delay [expr $clk_period * $clk_io_pct] -clock clk0 $non_clock_inputs
set_output_delay [expr $clk_period * $clk_io_pct] -clock clk0 [all_outputs]
```
==> results.yml <==
# generated from flow reports
status:
  status: "finished clean"
worst_setup_path:
  cp.required_ps: 3240
  startpoint_type: "flip-flop"
  worst_setup_path_end_kind: "flip-flop"
  cp.arrival_ps: 2140
  crit_path_max_fanout: 10
  path_class: "flip-flop to flip-flop"
route:
  antenna_left: 0
  vias_per_cell: 4.16
  drt_iter0_drc: 50
  drc: 0
  dr.pass1.iters: 4
  wl_per_cell_um: 9.95
  routed_wl_um: 3090
  routed-via-count: 1290
  num_antenna_cells: 0
layout:
  fin_area_um2: 2110
  logic_area_um2: 1040
  nFillCells: 656
  final_util: 0.330
  drive_gt1_frac: 0.0901
  seq_area_um2: 721
  areaGrowthSynthToFinish_pct: 5.84
synthesis:
  syn_area_um2: 1990
  synth_seq_share: 0.362
  ys_types: 41
  synth.top_cell.area_share: 0.241
  syn_avg_cell_area_um2: 9.40
  ff_type: "dfxtp_1"
  ys_area_um2: 1990
  syn_inst: 212
  ys_cells: 212
  async_reset_ff_frac: 0
  edf_count: 8
  ys_ff: 32
  yosysTopAreaCell: "dfxtp_1"
  area_leaders: "dfxtp_1 24%, buf_4 21%, edfxtp_1 12%, xor2_1 4.8%, xnor2_1 4.0%"
  ys_warn_count: 3
hold_path:
  worstHoldPathType: "flip-flop to flip-flop"
floorplanning:
  core-area_um2: 6390
  die-area_um2: 6970
  fp.dieW_um: 83.5
  io-pin-count: 73
  fp.dieH_um: 83.5
  fp_util: 0.312
  num_rows: 29
clock_network:
  post_cts_buffers: 0
  root_buffer: "clkbuf_8"
  cts_made_buffers: 5
  ctsHoldBuffers: 0
  cts_tree: "yes"
  cts_buffer_depth: 2
  clkSinkCount: 32
  h-tree-depth: 2
  clk_transition_reported_paths_ps: 60
  clock_latency_ps: 280
  ctsResizeCount: 0
power:
  power.density_nw_per_um2: 342
  ir_drop_uv: 216
  power.leakage_nw: 0.868
timing:
  hold_ws_ps: 497
  finalMaxSlewViolations: 0
  fmax_mhz: 455
  finalClockPeriodUsage: 0.665
  final_hold_viol_count: 0
  setup_viol: 0
  finalSetupTns_ps: 0
  skew_ps: 3.97
  grt_setup_unrepaired: "false"
  min_period_ps: 2200
global_route:
  grt_pass1_vias: 1091
  grt_use_met3: 0.0231
  grt_usage: 0.0900
  grt_pass1_wl_um: 5110
  top_usage_layer: "met1"
  gr-usage-met1: 0.142
  grtUsageMet2: 0.124
  grt_max_degree: 11
  antenna_found_initial: 0
  grt_overflow_total: 0
placed_design:
  place_area_um2: 2030
  io_buffers: 16
  hpwlAfterDp_um: 2310
  place_congestion: 0.820
run:
  tool_warnings: 26
  drv_cap: 0
-- kinds of logic after synthesis --
| logic type | share of synthesized area |
|---|---|
| multiplexers | 0.0101 |
| buffers and inverters | 0.220 |
| AND/OR/NAND/NOR | 0.253 |
| AND-OR/OR-AND | 0.0528 |
| XOR/XNOR | 0.0879 |
| other | 0.00188 |
| flip-flops | 0.362 |
| adder cells (fa/ha/maj) | 0.0126 |
-- state kept, by name, indices dropped and copies added, names as in the netlist --
register  count
key           4
released      4
sclk         20
Col           4
-- cell usage after synthesis (all sizes together), types with 3 or more instances --
cell,instances
edfxtp,8
dfxtp,24
nand3,10
nor3b,5
and4,3
xor2,11
o21ai,5
nand2,10
buf,56
xnor2,9
inv,3
nor2,23
and3,5
nand4,9
-- worst max-delay path, stage by stage (launching register included) --
cell,delay [ps]
dfxtp_1,370
nor4_4,500
nand4_4,200
nor2_4,310
nor2_2,90
a221oi_2,390
-- final timing paths --
| check | startpoint | end | slack (ps) | cells past startpoint |
|---|---|---|---|---|
| worst max register to register | sclk[13]$_DFF_P_ | key[0]$_DFFE_PP_ | 1100 | 5 |
| worst min-delay path | Col[0]$_SDFFE_PP1P_ | Col[0]$_SDFFE_PP1P_ | 500 | 2 |
| worst max-delay path | sclk[13]$_DFF_P_ | key[0]$_DFFE_PP_ | 1100 | 5 |
| worst min register to register | Col[0]$_SDFFE_PP1P_ | Col[0]$_SDFFE_PP1P_ | 500 | 2 |
-- power breakdown --
| part | switching [W] | internal (W) | total [W] |
|---|---|---|---|
| clock | 0.000134 | 0.000148 | 0.000282 |
| combinational | 0.0000131 | 0.0000177 | 0.0000308 |
| sequential | 0.00000133 | 0.000407 | 0.000408 |
-- layout by cell type, fill, tap and decap left out, types with 2 or more instances in the layout --
cell | Yosys | routed
nor3_1 | 2 | 2
nand4_2 | 2 | 2
nor3b_1 | 5 | 5
dfxtp_1 | 24 | 24
nor2_4 | 2 | 2
mux2i_1 | 2 | 2
o21ai_0 | 5 | 5
nand4_1 | 6 | 6
conb_1 | 1 | 56
nor2_1 | 18 | 18
a21oi_1 | 2 | 2
and4_1 | 3 | 3
nor2_2 | 3 | 3
edfxtp_1 | 8 | 8
and4bb_2 | 2 | 2
ha_1 | 2 | 2
nand2_1 | 10 | 10
xnor2_1 | 9 | 9
and2_1 | 2 | 2
inv_1 | 3 | 3
clkbuf_1 | 2 | 2
or3_1 | 2 | 2
nand3_1 | 10 | 10
and3_1 | 5 | 5
xor2_1 | 11 | 11
clkdlybuf4s50_1 | 0 | 16
clkbuf_8 | 0 | 5
-- metrics by stage --
step	cells	setup slack, ps	total power (W)
after global routing	310	940	0.000754
after global placement	302	991	0.000449
after CTS	310	1100	0.000732
after detailed placement	302	954	0.000448
final	310	1100	0.000721
after floorplan	267	1390	0.000476
-- layout make-up --
class                           instances  area share
Tap cell                               77      0.0457
Clock inverter                          1     0.00237
Clock buffer                            7      0.0362
Timing Repair Buffer                   16      0.0760
Sequential cell                        32       0.342
Multi-Input combinational cell        174       0.493
Inverter                                3     0.00534
-- layer usage --
layer	part of all wire	routed length, um
met4	0.031	95
met2	0.40	1230
met1	0.50	1560
met5	0	0
met3	0.068	209
Power figures rest on the tool's default switching activity, not on a simulated workload.
